File: ./design.v
`timescale 1ns/100ps
module NFC(clk, rst, done, F_IO_A, F_CLE_A, F_ALE_A, F_REN_A, F_WEN_A, F_RB_A, F_IO_B, F_CLE_B, F_ALE_B, F_REN_B, F_WEN_B, F_RB_B);
  input clk;
  input rst;
  output done;
  inout [7:0] F_IO_A;
  output F_CLE_A;
  output F_ALE_A;
  output F_REN_A;
  output F_WEN_A;
  input  F_RB_A;
  inout [7:0] F_IO_B;
  output F_CLE_B;
  output F_ALE_B;
  output F_REN_B;
  output F_WEN_B;
  input  F_RB_B;
 reg [3:0] cur_st, nxt_st; 
 parameter IDLE = 4'd0,
			CMD_PRE = 4'd1,
			CMD = 4'd2,
			ADDR1_PRE = 4'd3,
			ADDR1 = 4'd4,
			ADDR2_PRE = 4'd5,
			ADDR2 = 4'd6,
			ADDR3_PRE = 4'd7,
			ADDR3 = 4'd8,
			DATA_PRE = 4'd9,
			DATA = 4'd10,
			CMD_FINISH_PRE = 4'd11,
			CMD_FINISH = 4'd12,
			DONE = 4'd13;
reg [8:0] counter_index, counter_page;
reg [7:0] F_IO_A_comb, F_IO_B_comb;
reg F_CLE_A, F_ALE_A, F_REN_A, F_WEN_A;
reg F_CLE_B, F_ALE_B, F_REN_B, F_WEN_B;
reg done;
always@(posedge clk or posedge rst)
if(rst)
	cur_st <= IDLE;
else
	cur_st <= nxt_st;
always@(*)
begin
case(cur_st)
	IDLE : nxt_st = CMD_PRE;
	CMD_PRE : nxt_st = CMD;
	CMD : nxt_st = ADDR1_PRE;
	ADDR1_PRE : nxt_st = ADDR1;
	ADDR1 : nxt_st = ADDR2_PRE;
	ADDR2_PRE : nxt_st = ADDR2;
	ADDR2 : nxt_st = ADDR3_PRE;
	ADDR3_PRE : nxt_st = ADDR3;
	ADDR3 : nxt_st = (F_RB_A)? DATA_PRE : ADDR3;
	DATA_PRE : nxt_st = DATA;
	DATA : nxt_st = (counter_index==9'd511)? CMD_FINISH_PRE : DATA_PRE;
	CMD_FINISH_PRE : nxt_st = CMD_FINISH;
	CMD_FINISH : nxt_st = (F_RB_B)? (counter_page==9'd511)? DONE : IDLE  : CMD_FINISH;
	default : nxt_st = DONE;
endcase
end
always@(posedge clk or posedge rst)
if(rst)
	counter_index <= 0;
else if(cur_st==DATA)
	counter_index <= counter_index + 1;
always@(posedge clk or posedge rst)
if(rst)
	counter_page <= 0;
else if(cur_st==CMD_FINISH)
	counter_page <= counter_page + 1;
always@(posedge clk or posedge rst)
if(rst)
	F_CLE_A <= 0;
else if(nxt_st==CMD_PRE || nxt_st==CMD)
	F_CLE_A <= 1;
else
	F_CLE_A <= 0;
always@(posedge clk or posedge rst)
if(rst)
	F_ALE_A <= 0;
else if(nxt_st==ADDR1_PRE || nxt_st==ADDR1 || nxt_st==ADDR2_PRE || nxt_st==ADDR2 || nxt_st==ADDR3_PRE || nxt_st==ADDR3)
	F_ALE_A <= 1;
else
	F_ALE_A <= 0;
always@(posedge clk or posedge rst)
if(rst)
	F_REN_A <= 1;
else if(nxt_st==DATA_PRE)
	F_REN_A <= 0;
else
	F_REN_A <= 1;
always@(posedge clk or posedge rst)
if(rst)
	F_WEN_A <= 1;
else if(nxt_st==CMD_PRE || nxt_st==ADDR1_PRE || nxt_st==ADDR2_PRE || nxt_st==ADDR3_PRE)
	F_WEN_A <= 0;
else
	F_WEN_A <= 1;
always@(posedge clk or posedge rst)
if(rst)
	F_CLE_B <= 0;
else if(nxt_st==CMD_PRE || nxt_st==CMD || nxt_st==CMD_FINISH_PRE || nxt_st==CMD_FINISH)
	F_CLE_B <= 1;
else
	F_CLE_B <= 0;
always@(posedge clk or posedge rst)
if(rst)
	F_ALE_B <= 0;
else if(nxt_st==ADDR1_PRE || nxt_st==ADDR1 || nxt_st==ADDR2_PRE || nxt_st==ADDR2 || nxt_st==ADDR3_PRE || nxt_st==ADDR3)
	F_ALE_B <= 1;
else
	F_ALE_B <= 0;
always@(posedge clk or posedge rst)
if(rst)
	F_REN_B <= 1;
else
	F_REN_B <= 1;
always@(posedge clk or posedge rst)
if(rst)
	F_WEN_B <= 1;
else if(nxt_st==CMD_PRE || nxt_st==ADDR1_PRE || nxt_st==ADDR2_PRE || nxt_st==ADDR3_PRE || nxt_st==DATA_PRE || nxt_st==CMD_FINISH_PRE)
	F_WEN_B <= 0;
else
	F_WEN_B <= 1;
always@(*)
begin
case(cur_st)
	CMD_PRE, CMD : begin
						F_IO_A_comb = 8'h00;
						F_IO_B_comb = 8'h80;
					end
	ADDR1_PRE, ADDR1 : begin
							F_IO_A_comb = 8'h00;
							F_IO_B_comb = 8'h00;
						end
	ADDR2_PRE, ADDR2 : begin
							F_IO_A_comb = counter_page[7:0];
							F_IO_B_comb = counter_page[7:0];
						end
	ADDR3_PRE, ADDR3 : begin
							F_IO_A_comb = {7'd0,counter_page[8]};
							F_IO_B_comb = {7'd0,counter_page[8]};
						end
	DATA_PRE, DATA : begin
							F_IO_A_comb = 'bz;
							F_IO_B_comb = F_IO_A;
						end
	CMD_FINISH_PRE, CMD_FINISH : begin
									F_IO_A_comb = 'bz;
									F_IO_B_comb = 8'h10;
								end
	default : begin
				F_IO_A_comb = 'bz;
				F_IO_B_comb = 'bz;
				end
endcase
end
assign F_IO_A = F_IO_A_comb;
assign F_IO_B = F_IO_B_comb;
always@(posedge clk or posedge rst)
if(rst)
	done <= 0;
else if(cur_st==DONE)
	done <= 1;
else
	done <= 0;
endmodule
File: ./run.sh
#!/bin/bash
# OpenROAD 26Q1-2900-gdf79404cd8, Yosys 0.63+post, stock flow scripts
make -C /OpenROAD-flow-scripts/flow DESIGN_CONFIG=/design/flow/config.mk WORK_HOME=/design/flow/orfs finish
File: ./config.mk
export PLATFORM = sky130hd
export DESIGN_NAME = NFC
export DESIGN_NICKNAME = NFC
export VERILOG_FILES = /design/flow/design.v
export SDC_FILE = /design/flow/constraint.sdc
export NUM_CORES = 4
export LEC_CHECK = 1
export CORE_UTILIZATION = 40
File: ./constraint.sdc
current_design NFC

set clk_period 3.7
set clk_io_pct 0.2

create_clock -name clk0 -period $clk_period [get_ports {clk}]

set non_clock_inputs [all_inputs -no_clocks]
set_input_delay [expr $clk_period * $clk_io_pct] -clock clk0 $non_clock_inputs
set_output_delay [expr $clk_period * $clk_io_pct] -clock clk0 [all_outputs]
==> impl_metrics.tcl <==
# place-and-route summary
set metrics [dict create \
    switching_share_pct 25.0 \
    ys_types 38 \
    worstSkewPairLatency_ns 0.28 \
    grt-ovfl-total 0 \
    hold_class "reg2reg" \
    critPathLaunchType "flip-flop" \
    h-tree-depth 2 \
    setup_total_negative_slack_ns 0 \
    globalRouteTotalUtil_pct 14.9 \
    worst_ir_drop_vdd_v 0.000311 \
    via_count 1051 \
    grt_antenna_before_repair 0 \
    p_per_area_mw_per_mm2 455 \
    top_area_share_pct 51.4 \
    area_share_of_fa_ha_maj_cells_after_synthesis_pct 2.93 \
    die_w_um 67.3 \
    synth_compound_gate_area_share_pct 3.15 \
    grt_max_degree 22 \
    antennaDiodeCount 0 \
    post_cts_setup_repair_buffer_count 0 \
    max_clock_freq_mhz 393 \
    worst_slack_ns 1.16 \
    power_report.internal_total_w 0.000659 \
    critical_path_class "reg2out" \
    ys.warnings.count 5 \
    design.portCount 29 \
    post_route_cells_drive_above_1_share_pct 12.8 \
    synth.cellmix.simpleShare_pct 22.7 \
    ff_type "sky130_fd_sc_hd__dfrtp_1" \
    top_cell "sky130_fd_sc_hd__dfrtp_1" \
    fin_crit_sh_pct 68.7 \
    cts_buffer_depth 2 \
    final.min_clock_period_ns 2.54 \
    endpoint_kind "primary output" \
    seq_cells_post_synth 39 \
    yosys.area_share.xor_xnor_pct 7.70 \
    cts_hold_repair.buffers 0 \
    required_ns 2.96 \
    yosys.stat.chipArea_mm2 0.00171 \
    post-place-ws_ns 1.02 \
    highest_net_fanout_along_the_worst_path 12 \
    gp_congestion 0.821 \
    route.detailed.vias_per_inst 4.91 \
    fp.coreArea_mm2 0.00406 \
    synth_top_cell_by_area "sky130_fd_sc_hd__dfrtp_1" \
    place.detailed.instances 206 \
    synth_top_cells_by_count "sky130_fd_sc_hd__dfrtp_1, sky130_fd_sc_hd__nand2_1, sky130_fd_sc_hd__nor2b_1" \
    die_height_um 67.3 \
    grt_setup_unrepaired "no" \
    wl_per_cell_um 12.9 \
    post_synth_main_logic_family "simple AND/OR/NAND/NOR gates" \
    core.rowCount 23 \
    floorplan.core_util_pct 42.0 \
    final.setup_skew_ns 0.00487 \
    report.final.hold_viol_count 0 \
    detailedRoute.firstIterationViolations 87 \
    detailedRoute.firstPassIterationCount 4 \
    ys_seq_share_pct 57.5 \
    netlist_area_mm2 0.00171 \
    grt_first_pass_wirelength_mm 4.86 \
    grt_pass1_vias 1015 \
    warnings 25 \
    enable_flop_cells 0 \
    least_margin_pin_slew_ns 0.737 \
    power.share.sequential_pct 59.1 \
    arrival_ns 1.80 \
    synth_cells 149 \
    setup-violations-final 0 \
    detail-route-antenna-nets 0 \
    synth.area.top_cells "sky130_fd_sc_hd__dfrtp_1, sky130_fd_sc_hd__dfstp_2, sky130_fd_sc_hd__xnor2_1" \
    clock_tree_from_tritoncts "yes" \
    run_status "completed" \
    mux_share_pct 2.64 \
    relSlewSlack_pct 50.7 \
    wirelength_mm 2.77 \
    async_flop_share_pct 100 \
    ys_cells 149 \
    report.final.slew_viol_count 0 \
    power.static_leakage_nw 0.882 \
    postSynthAreaPerCell_um2 11.4 \
    syn2layout_area_growth_pct 13.3 \
    die_area_mm2 0.00453 \
    comb_power_share_pct 10.6 \
    cts_made_buffers 5 \
    clkSinkCount 39 \
    fin_cells 214 \
    drc 0 \
    drv.max_cap_violation_count 0 \
    clock_transition_at_the_registers_of_the_reported_paths_ns 0.07 \
    fraction_of_power_consumed_by_the_clock_network_pct 30.4 \
    netSwitchingPower_w 0.000220 \
    number_of_i_o_port_buffers 11 \
    cts_root_buffer_type "sky130_fd_sc_hd__clkbuf_8" \
    dp.final_hpwl_mm 1.98 \
    cts.repair.resized 0 \
]
==> worst max-delay path, stage by stage (launching register included) <==
cell,delay (ns)
sky130_fd_sc_hd__dfrtp_1,0.43
sky130_fd_sc_hd__nor2_1,0.60
sky130_fd_sc_hd__nor2b_1,0.16
sky130_fd_sc_hd__or3_1,0.33
==> routing by layer <==
metal / GRT usage [%] / wire [µm] / share of wire (%)
met2: 19.4 / 1170 / 42
met4: 2.13 / 46 / 1.7
met3: 4.45 / 142 / 5.1
met1: 25.9 / 1410 / 51
met5: 0 / 0 / 0
==> path summary, 6_finish.rpt <==
| check | start | endpoint | slack [ns] | cells after the start |
|---|---|---|---|---|
| setup reg to reg | counter_page[2] | F_CLE_B | 1.25 | 9 |
| max in group asynchronous | rst | cur_st[13] | 2.10 | 3 |
| setup / recovery | cur_st[9] | F_IO_B[4] | 1.16 | 3 |
| hold reg to reg | cur_st[11] | cur_st[2] | 0.38 | 0 |
| min in group asynchronous | rst | counter_page[4] | 0.86 | 2 |
| hold / removal | cur_st[11] | cur_st[2] | 0.38 | 0 |
==> cell usage in the layout, fill, tap and decap left out, types with 3 or more instances in the layout <==
| cell type | instances |
|---|---|
| sky130_fd_sc_hd__and3_1 | 3 |
| sky130_fd_sc_hd__clkbuf_1 | 3 |
| sky130_fd_sc_hd__clkbuf_8 | 5 |
| sky130_fd_sc_hd__clkdlybuf4s50_1 | 11 |
| sky130_fd_sc_hd__dfrtp_1 | 35 |
| sky130_fd_sc_hd__dfstp_2 | 4 |
| sky130_fd_sc_hd__ha_1 | 4 |
| sky130_fd_sc_hd__inv_1 | 5 |
| sky130_fd_sc_hd__mux2_2 | 4 |
| sky130_fd_sc_hd__nand2_1 | 13 |
| sky130_fd_sc_hd__nand3_1 | 4 |
| sky130_fd_sc_hd__nand4_1 | 7 |
| sky130_fd_sc_hd__nor2_1 | 10 |
| sky130_fd_sc_hd__nor2b_1 | 12 |
| sky130_fd_sc_hd__nor3_1 | 3 |
| sky130_fd_sc_hd__o21ai_0 | 4 |
| sky130_fd_sc_hd__xnor2_1 | 9 |
| sky130_fd_sc_hd__xor2_1 | 6 |
==> logic make-up after synthesis <==
| kind of cell | after synthesis |
|---|---|
| simple gates | 67 |
| mux | 4 |
| flops | 39 |
| buf+inv | 10 |
| compound gates | 9 |
| xor+xnor | 15 |
| fa+ha+maj | 4 |
| other cells | 1 |
==> metrics by stage <==
stage | utilization (%) | instance area [µm²] | power (W) | hold slack, ns
after CTS | 47.6 | 1930 | 0.000891 | 0.381
after global routing | 47.6 | 1930 | 0.000939 | 0.410
after global placement | 45.6 | 1850 | 0.000615 | 0.363
after detailed placement | 45.6 | 1850 | 0.000620 | 0.365
final | 47.6 | 1930 | 0.000879 | 0.382
after floorplan | - | 1710 | 0.000593 | 0.355
==> power by group through the flow <==
stage	clock network, W	registers (W)	logic (W)
CTS	0.000278	0.000518	0.0000939
global route	0.000302	0.000529	0.000108
finish	0.000267	0.000519	0.0000929
==> state kept, by name, summed over array words and instances (netlist names) <==
name / cells
F_ALE_B: 1
F_CLE_A: 1
F_CLE_B: 1
cur_st: 14
counter_index: 9
F_REN_A: 1
F_WEN_A: 1
done: 1
F_WEN_B: 1
counter_page: 9
==> cell type report <==
cell class,count,area [µm²]
fill,358,2130
sequential,39,981
multi-input combinational,100,672
timing repair buffer,12,118
clock buffer,8,80.1
tap,50,62.6
inverter,5,18.8
Power is estimated from default activity; no workload was simulated.
